==> design/flow/design.v <==
module InsFet(clk, rst, n_clk, pc, n_pc, inst);
input clk, rst;
input [31:0] pc;
output wire n_clk;
output wire [31:0] n_pc, inst;
clk_dll div(.rst(rst), .clk(clk), .out_clk(n_clk));
pc p1(.rst(rst), .clk(n_clk), .pc(pc), .newpc(n_pc));
instruction_memory in(.pc(n_pc), .inst(inst));
endmodule
module clk_dll(rst, clk, out_clk);
  input clk, rst;
  output out_clk;
  reg out_clk;
  reg [24:0]cnt_clk;
  always@(posedge clk or negedge rst)
  begin
    if(!rst)
	begin
      out_clk = 0;
      cnt_clk = 0;
    end
    else
	begin  
      cnt_clk <= cnt_clk+1;
      if(cnt_clk == 24)
        cnt_clk <=0;
      else if(cnt_clk==0)
        out_clk = !out_clk;     
    end
  end    
endmodule
module instruction_memory(pc, inst);
input [31:0] pc;
output reg [31:0] inst;
reg [7:0] mem[99:0];
always@(pc)
begin
	mem[0] = 8'b00110100;
	mem[1] = 8'b00001000;
	mem[2] = 8'b00000000;
	mem[3] = 8'b00001011;
	mem[4] = 8'b00110100;
	mem[5] = 8'b00001001;
	mem[6] = 8'b00000000;
	mem[7] = 8'b00001000;
	mem[8] = 8'b00110100;
	mem[9] = 8'b00001010;
	mem[10] = 8'b00000000 ;
	mem[11] = 8'b00110101 ;
	mem[12] = 8'b00000000 ; 
	mem[13] = 8'b00001000 ;  
	mem[14] = 8'b10001000 ;
	mem[15] = 8'b10000000 ; 
	mem[16] = 8'b00000010 ;
	mem[17] = 8'b00101001 ;
	mem[18] = 8'b10010000 ;
	mem[19] = 8'b00100000 ;
	mem[20] = 8'b00010001 ;
	mem[21] = 8'b01010010 ;
	mem[22] = 8'b00000000 ;
	mem[23] = 8'b00001100 ;
	mem[24] = 8'b10001110 ;
	mem[25] = 8'b01001011 ;
	mem[26] = 8'b00000000 ;
	mem[27] = 8'b00000000 ;
	mem[28] = 8'b00100001 ;
	mem[29] = 8'b01101100 ;
	mem[30] = 8'b00000000 ;
	mem[31] = 8'b00000001 ;
	mem[32] = 8'b00001000 ;
	mem[33] = 8'b00000000 ;
	mem[34] = 8'b00000000 ;
	mem[35] = 8'b00010000 ;
	mem[36] = 8'b00000000 ;
	mem[37] = 8'b00000001 ;
	mem[38] = 8'b00011110 ;
	mem[39] = 8'b11110000 ;
	mem[40] = 8'b00110100 ;
	mem[41] = 8'b00001000 ;
	mem[42] = 8'b00000000 ;
	mem[43] = 8'b00000000 ;
	mem[44] = 8'b00110100 ;
	mem[45] = 8'b00001000 ;
	mem[46] = 8'b00000000 ;
	mem[47] = 8'b00000000 ;
	mem[48] = 8'b00110100 ;
	mem[50] = 8'b00001000 ;
	mem[51] = 8'b00000000 ;
	mem[52] = 8'b00110100 ;
	mem[53] = 8'b00001000 ;
	mem[54] = 8'b00000000 ;
	mem[55] = 8'b00000000 ;
	mem[56] = 8'b00110100 ;
	mem[57] = 8'b00001000 ;
	mem[58] = 8'b00000000 ;
	mem[59] = 8'b00000000 ;
	mem[60] = 8'b00110100 ;
	mem[61] = 8'b00001000 ;
	mem[62] = 8'b00000000 ;
	mem[63] = 8'b00000000 ;
	mem[64] = 8'b00110100 ;
	mem[65] = 8'b00001000 ;
	mem[66] = 8'b00000000 ;
	mem[67] = 8'b00000000 ;
	mem[68] = 8'b00110100 ;
	mem[69] = 8'b00001000 ;
	mem[70] = 8'b00000000 ;
	mem[71] = 8'b00000000 ;
	mem[72] = 8'b00110100 ;
	mem[73] = 8'b00001000 ;
	mem[74] = 8'b00000000 ;
	mem[75] = 8'b00000000 ;
	mem[76] = 8'b00110100 ;
	mem[77] = 8'b00001000 ;
	mem[78] = 8'b00000000 ;
	mem[79] = 8'b00000000 ;
	mem[80] = 8'b00110100 ;
	mem[81] = 8'b00001000 ;
	mem[82] = 8'b00000000 ;
	mem[83] = 8'b00000000 ;
	mem[84] = 8'b00110100 ;
	mem[85] = 8'b00001000 ;
	mem[86] = 8'b00000000 ;
	mem[87] = 8'b00000000 ;
	mem[88] = 8'b00110100 ;
	mem[89] = 8'b00001000 ;
	mem[90] = 8'b00000000 ;
	mem[91] = 8'b00000000 ;
	mem[92] = 8'b00110100 ;
	mem[93] = 8'b00001000 ;
	mem[94] = 8'b00000000 ;
	mem[95] = 8'b00000000 ;
	mem[96] = 8'b00110100 ;
	mem[97] = 8'b00001000 ;
	mem[98] = 8'b00000000 ;
	mem[99] = 8'b00000000 ;
end
always@(pc)
begin
	inst={mem[pc], mem[pc+32'd1], mem[pc+32'd2], mem[pc+32'd3]};
end
endmodule
module pc(rst, clk, pc, newpc);
input rst, clk;
input [31:0] pc;
output reg [31:0] newpc;
always@(negedge rst or posedge clk)
begin
if (!rst)
	newpc <= 0 ;
else
	newpc <= pc ;
end
endmodule
==> design/flow/run.sh <==
#!/bin/bash
# OpenROAD 26Q1-2900-gdf79404cd8, Yosys 0.63+post, stock flow scripts
make -C /OpenROAD-flow-scripts/flow DESIGN_CONFIG=/design/flow/config.mk WORK_HOME=/design/flow/orfs finish
==> design/flow/config.mk <==
export PLATFORM = sky130hd
export DESIGN_NAME = InsFet
export DESIGN_NICKNAME = InsFet
export VERILOG_FILES = /design/flow/design.v
export SDC_FILE = /design/flow/constraint.sdc
export NUM_CORES = 4
export LEC_CHECK = 1
export CORE_UTILIZATION = 40
==> design/flow/constraint.sdc <==
current_design InsFet

set clk_period 5.7
set clk_io_pct 0.2

create_clock -name clk0 -period $clk_period [get_ports {clk}]

set non_clock_inputs [all_inputs -no_clocks]
set_input_delay [expr $clk_period * $clk_io_pct] -clock clk0 $non_clock_inputs
set_output_delay [expr $clk_period * $clk_io_pct] -clock clk0 [all_outputs]
==> notes.md <==
fresh numbers from the pnr run: adder share=0.863%, CTS tree=done, Critical Path RT=4560 ps, Seq share, synth=25.0%, Initial Utilization=about two fifths, cell row count=43, DRC=0, post-synth top area cell=dfrtp_1, first-pass GRT wire length=between 30000 and 40000 um, Crit Path Class=flip-flop to output pin, Hold/Removal Path Class=flip-flop to flip-flop, slack of the critical path=3180 ps, Final setup viols=0, port bufs=98, routed vias/inst=6.58, postcts setup bufs=0, fin. max-slew vios=0, ranking of synthesized cells by area=dfrtp_1, nand2_1, nor2_1, Clock Tree Root=clkbuf_16, initial antenna violation count=0, worst path cell trace=buf_4 -> clkdlybuf4s50_1, routed vias=6520, FMAX=0.397 GHz, Tmin final=2520 ps, XOR-XNOR Cells, Area Fraction=7.40%, gr usage total=between 20% and 30%, MI comb area=about 0.0040 mm^2, vias in the first global route=between 5000 and 6000, Worst-path clk slew=roughly 60 ps, status=finished, final reports clean, Basic Gates by Area=29.8%, DP HPWL=14300 um, Die X=between 100 and 150 um, largest net degree at the start of global routing=85, Arrival @ worst endpoint=1380 ps, WP buf/inv=2, endpoints left unconstrained=96, die height=122 um, Late-Pin Clk Latency=260 ps, gr ovfl total=0, Synth flops=58, Tool Warnings=27, comb area leader=simple AND/OR/NAND/NOR gates, drt pass-1 iters=6, CTS Hold Bufs=0, Slew @ Worst Pin=about 850 ps, htree depth=1, Commonest flop=dfrtp_1, final hold viol count=0, Power per Cell Area=55.6 mW/mm^2, Post-Route Skew=approximately 3.7 ps, setup repair after global routing missed its margin=no, dpl ws=3430 ps, Mapped Cells=between 700 and 800, Crit path max-delay family=buffers and inverters, yosys warns=12, count of unclocked register or latch pins=32, critical path capture point type=output pin, max-cap violations=0, initial drt markers=954, Distinct cells, synth=84, Clock Tree Buf Depth=2, Worst setup SP type=flip-flop, layout cells sized above 1=6.54%, Total Wirelength=20800 um, flip-flops with a built-in enable=0, async set-reset flop share out of synthesis=~100%, Synth Cell Area=0.00580 mm^2, core area=0.0140 mm^2, Chip Footprint=0.0150 mm^2, Layout fillers=~1400, Max FO, Critical Path=34, crit share post-route=approximately 44%, Compound Share, Synth=29.2%, routed len/inst=21.0 um, CTS Buf Count=3, register area=between 0.001 and 0.0015 mm^2, Ant. Diodes=0, cells in synth_stat.txt=765, Final TNS setup=0 ps, I/O pins=around 99, Area leader share=25.0%, Area Overhead vs Synth=18.8%, Leakage=2.60 nW, GP Congestion=0.956, Slew HR=43.6%, Mux area share=between 1 and 1.5%, Worst path slowest cell=clkdlybuf4s50_1, Largest stage delay, worst path=between 500 and 600 ps, Final ANT Viol Nets=0, post-cts sizing count=0, Pwr Total=about 0.38 mW, Mean Syn Cell Area=7.58 um^2, worst vdd ir=0.000109 V, Yosys chip area=0.00580 mm^2
routing by layer:
layer	share of wire (%)	vias to the layer above	wire (um)	track usage, %
met2	41	458	8570	39.1
met1	44	3008	9160	44.6
met4	3.7	0	767	10.5
li1	-	2981	-	-
met3	11	73	2310	6.50
met5	0	-	0	0
final timing paths:
kind                                   endpoint  slack [ps]            start  cells past startpoint
worst max register to register  div.cnt_clk[24]        3700   div.cnt_clk[6]                      7
min in group asynchronous       div.cnt_clk[20]        1040              rst                      2
worst max-delay path                      n_clk        3180      div.out_clk                      2
worst min register to register  div.cnt_clk[24]         480  div.cnt_clk[24]                      1
worst min-delay path            div.cnt_clk[24]         480  div.cnt_clk[24]                      1
max in group asynchronous       div.cnt_clk[21]        4200              rst                      2
kinds of logic (layout without fill, tap and decap cells):
logic type / count (synthesis) / in the layout
compound gates: 237 / 237
xor+xnor: 44 / 44
fa+ha+maj: 4 / 4
buf+inv: 82 / 128
flops: 58 / 58
mux: 8 / 8
simple gates: 332 / 332
cell usage after synthesis (5+ instances only):
cell type / number
and2_1: 8
nand3_1: 32
o21ai_0: 40
and3_1: 10
o22ai_1: 8
o31ai_1: 5
nor4_1: 15
o2111ai_1: 6
xor2_1: 14
a32oi_1: 8
clkbuf_1: 22
a211oi_1: 11
nand4_1: 13
nor3b_1: 5
a311oi_1: 5
a21oi_1: 45
nand2_1: 73
nor3_1: 35
xnor2_1: 25
buf_2: 34
nand2b_1: 17
dfrtp_1: 58
a21boi_0: 5
inv_1: 7
a31oi_1: 11
o21a_1: 5
o211ai_1: 12
nor2b_1: 16
a22o_1: 6
mux2i_1: 6
buf_1: 12
nor2_1: 68
final cells by class:
cell class              count  share of cell area [%]
inverters                  11                   0.600
multi-input cells         625                    57.9
flip-flops and latches     58                    21.2
repair buffers            113                    15.8
well taps                 180                    3.27
clock buffers               4                    1.29
metrics by stage:
step	cell area (um^2)	utilization [%]	std cells	hold slack (ps)
floorplan	5800	-	765	443
global placement	6800	48.6	987	471
detailed placement	6800	48.6	987	480
CTS	6880	49.2	991	488
global route	6880	49.2	991	502
finish	6880	49.2	991	483
sequential cells by signal, summed over array words and instances (netlist names):
signal,flops
div.cnt_clk,25
div.out_clk,1
p1.newpc,32
cell usage in the layout (no fill, tap or decap), types with 10 or more instances in the layout:
master / n
buf_4: 15
xnor2_1: 25
xor2_1: 14
nand2_1: 73
o21ai_0: 40
nor2_1: 68
nand3_1: 32
nor4_1: 15
nand4_1: 13
a21oi_1: 45
and3_1: 10
nand2b_1: 17
nor3_1: 35
o211ai_1: 12
a31oi_1: 11
dfrtp_1: 54
nor2b_1: 16
a211oi_1: 11
clkdlybuf4s50_1: 97
power by group:
| group | switching [mW] | total, mW | internal, mW |
|---|---|---|---|
| logic | 0.0101 | 0.0296 | 0.0195 |
| clock network | 0.0602 | 0.167 | 0.107 |
| registers | 0 | 0.186 | 0.186 |
Power figures rest on the tool's default switching activity, not on a simulated workload.
