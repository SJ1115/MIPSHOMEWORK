===== design/flow/run.sh =====
#!/bin/bash
# OpenROAD 26Q1-2900-gdf79404cd8, Yosys 0.63+post, stock flow scripts
make -C /OpenROAD-flow-scripts/flow DESIGN_CONFIG=/design/flow/config.mk WORK_HOME=/design/flow/orfs finish

===== design/flow/config.mk =====
export PLATFORM = sky130hd
export DESIGN_NAME = NextPC
export DESIGN_NICKNAME = NextPC
export VERILOG_FILES = /design/flow/design.v
export SDC_FILE = /design/flow/constraint.sdc
export NUM_CORES = 4
export LEC_CHECK = 1
export CORE_AREA = 10 10 111 111
export DIE_AREA = 0 0 121 121

===== design/flow/constraint.sdc =====
current_design NextPC

set clk_period 25.7
set clk_io_pct 0.2

create_clock -name clk0 -period $clk_period

set non_clock_inputs [all_inputs -no_clocks]
set_input_delay [expr $clk_period * $clk_io_pct] -clock clk0 $non_clock_inputs
set_output_delay [expr $clk_period * $clk_io_pct] -clock clk0 [all_outputs]

===== design/flow/design.v =====
module NextPC(pc, addr, insIn, jump, br, zero, nextpc);
input [31:0] pc, insIn;
input [25:0] addr;
input jump, br, zero;
output [31:0] nextpc;
wire [31:0] plus4, sl2, shift, bran, jumpW;
wire brmux;
assign brmux = br && zero;
add p4(.x(pc), .y(4), .out(plus4));
SL Sbr(.x(insIn), .y(shift));
add Abr(.x(plus4), .y(shift), .out(bran));
mux2 Mbr(.d0(plus4), .d1(bran), .s(brmux), .y(jumpW));
mux2 Mju(.d0(jumpW), .d1({plus4[31:28], addr[25:0], 2'b00}), .s(jump), .y(nextpc));
endmodule
module SL (x, y);
input [31:0] x;
output [31:0] y;
  assign y = {x[29:2], 2'b00};
endmodule
module add(x, y, out);
input [31:0] x, y;
output [31:0] out;
assign out = x + y;
endmodule 
module mux2 (d0, d1, s, y);
input [31:0] d0, d1;
input s;
output reg [31:0] y;
always @(*)
begin
  case(s)
    1: y = d1;
    default: y = d0;
  endcase
end
endmodule

==> results.sh <==
# implementation run metrics
export IMPL_power_density_nw_per_um2=19.75
export IMPL_yosysUniqueCellTypes=51
export IMPL_final_setup_tns_ns=0
export IMPL_grt_pass1_vias=3471
export IMPL_core_area_um2=9864
export IMPL_antennaDiodeCount=0
export IMPL_hold_class="input pin to output port"
export IMPL_arrival_ns=9.39
export IMPL_cap_viol_max_count=0
export IMPL_slew_headroom_pct=69.07
export IMPL_ys_top_logic_family="AND-OR/OR-AND gates"
export IMPL_die_area_um2=14640
export IMPL_wire_per_inst_um=16.43
export IMPL_yosysTopAreaCell="ha_1"
export IMPL_ys_sh_xor_pct=14.07
export IMPL_synthAdderAreaFrac_pct=16.79
export IMPL_grt_overflow=0
export IMPL_yosys_warnings=1
export IMPL_std_cell_rows=36
export IMPL_syn_instance_count=425
export IMPL_drtPass1Iterations=6
export IMPL_fp_util_pct=28.40
export IMPL_viasPerCell=5.277
export IMPL_crit_type="input pin to output port"
export IMPL_finalSetupViolations=0
export IMPL_placed_cells=669
export IMPL_hold_viol=0
export IMPL_wl_met3_um=910
export IMPL_finalCritPeriodShare_pct=56.54
export IMPL_holdWs_ns=11.19
export IMPL_seq_area_um2=0
export IMPL_run_status="completed"
export IMPL_worst_pin_slew_ns=0.4620
export IMPL_avgSynthCellArea_um2=6.592
export IMPL_instances_no_fill=669
export IMPL_pwr_share_comb_pct=100.0
export IMPL_globalplace_congestion=1.013
export IMPL_min_from="pc[1]"
export IMPL_clkbuf_count=0
export IMPL_io_pins=125
export IMPL_synth_cell_area_um2=2801
export IMPL_num_vias=3530
export IMPL_swShare_pct=47.39
export IMPL_warning_count=43
export IMPL_required_ns=20.56
export IMPL_simple_gate_share_pct=30.01
export IMPL_endpoint_kind="output port"
export IMPL_min_period_ns=14.53
export IMPL_wl_met1_mm=5.249
export IMPL_final_layout_size_suffix_gt1_share_pct=3.545
export IMPL_crit_fanout=7
export IMPL_power_frac_seq_pct=0
export IMPL_yosys_area_share_aoi_pct=31.62
export IMPL_clkPwrFrac_pct=0
export IMPL_drt_initial_drc_count=177
export IMPL_top_cells_by_area="ha_1, xnor2_1, a21oi_1"
export IMPL_grt_pass1_wl_mm=17.63
export IMPL_fmax_mhz=68.82
export IMPL_dr_max_layer_used="met4"
export IMPL_postCtsSetupBuffers=0
export IMPL_die_w_um=121
export IMPL_rsz0062_at_grt="no"
export IMPL_startpoint_type="input pin"
export IMPL_die_size_y_um=121
export IMPL_yosysSeqAreaShare_pct=0
export IMPL_wl_met2_mm=4.771
export IMPL_crit_path_start="pc[2]"
export IMPL_flops=0
export IMPL_wirelength_mm=11.00
export IMPL_netlist_area_leader_share_pct=16.08
export IMPL_hold_buffers=0
export IMPL_antenna_left=0
export IMPL_dp_hpwl_mm=9.265
export IMPL_ys_area_um2=2801
export IMPL_vdd_drop_max_v=0.000007683
export IMPL_internal_power_uw=43.18
export IMPL_syn_to_final_growth_pct=48.37
export IMPL_leakagePower_nw=1.622
export IMPL_maxSlewViolCount=0
export IMPL_mux_share_pct=4.154
export IMPL_antenna_found_initial=0
export IMPL_p_switching_uw=38.90
export IMPL_drc=0
export IMPL_grt_max_degree=29
export IMPL_cts_resized_gates=0
export IMPL_port_buffers=121
export IMPL_yosysCellCount=425
export IMPL_track_usage_pct=14.57
==> routing by layer <==
metal  vias up  GRT usage [%]
met4         0         0.8296
met5         -              0
met3         8          3.023
met2       128          23.33
li1       1831              -
met1      1563          20.52
==> through the flow <==
stage / utilization, % / area (um^2) / worst slack, ns / power, mW
after floorplan: - / 2801 / 12.85 / 0.04516
after global placement: 42.14 / 4156 / 11.21 / 0.08172
after detailed placement: 42.14 / 4156 / 11.18 / 0.08185
after CTS: 42.14 / 4156 / 11.16 / 0.08246
after global routing: 42.14 / 4156 / 10.85 / 0.09122
final: 42.14 / 4156 / 11.17 / 0.08209
==> cell usage in the layout (no fill, tap or decap), types with 5 or more instances in the layout <==
cell,Yosys,routed
inv_1,8,8
o21a_1,11,11
nand3_1,21,21
ha_1,36,36
o22ai_1,7,7
clkdlybuf4s50_1,0,121
a211oi_1,12,12
a21o_1,12,12
nand4_1,15,15
nor3_1,12,12
a21oi_1,39,39
xnor2_1,24,24
nor2_1,38,38
and4_1,6,6
a31oi_1,5,5
nand2_1,47,47
mux2i_1,6,6
buf_4,0,5
and3_1,10,10
xor2_1,21,21
o211ai_1,10,10
o21ai_0,26,26
==> worst paths after layout <==
| path | endpoint | cells after the start |
|---|---|---|
| min | nextpc[1] | 3 |
| max | nextpc[24] | 15 |
==> critical path, stage by stage <==
cell,delay [ns]
clkdlybuf4s50_1,0.59
ha_1,0.18
nand3_1,0.19
or2_2,0.37
nor2_1,0.13
xor2_1,0.10
ha_1,0.36
and3_1,0.32
and3_1,0.20
o211ai_1,0.20
and2_1,0.26
a311oi_1,0.32
mux2_2,0.38
a22oi_1,0.14
clkdlybuf4s50_1,0.49
==> synthesized netlist by cell type, types with 3 or more instances <==
library cell and count:
a211oi_1 12, a21o_1 12, a21oi_1 39, a31oi_1 5
and2_1 3, and3_1 10, and4_1 6, clkbuf_1 11
ha_1 36, inv_1 8, mux2_2 4, mux2i_1 6
nand2_1 47, nand3_1 21, nand4_1 15, nor2_1 38
nor2b_1 3, nor3_1 12, nor4_1 4, o211ai_1 10
o21a_1 11, o21ai_0 26, o22ai_1 7, or2_2 3
xnor2_1 24, xor2_1 21
==> area by class of cell <==
class | instances | area [um^2]
Fill cell | 991 | 5708
Multi-Input combinational cell | 401 | 2708
Timing Repair Buffer | 126 | 1249
Tap cell | 133 | 166.4
Inverter | 9 | 33.78
==> logic make-up after synthesis <==
family | Yosys count
AOI/OAI and AO/OA | 139
xor gates and xnor gates | 45
adders and majority gates | 37
buffers and inverters | 24
muxes | 11
and+or+nand+nor | 169
==> power groups by stage <==
stage                 Sequential [mW]  Clock (mW)  Combinational (mW)
after CTS                           0           0              0.0825
after global routing                0           0              0.0912
final                               0           0              0.0821
Power and IR drop assume default switching activity.
