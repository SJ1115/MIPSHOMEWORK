[./run.sh]
#!/bin/bash
# OpenROAD 26Q1-2900-gdf79404cd8, Yosys 0.63+post, stock flow scripts
make -C /OpenROAD-flow-scripts/flow DESIGN_CONFIG=/design/flow/config.mk WORK_HOME=/design/flow/orfs finish
[./config.mk]
export PLATFORM = sky130hd
export DESIGN_NAME = REGBlock
export DESIGN_NICKNAME = REGBlock
export VERILOG_FILES = /design/flow/design.v
export SDC_FILE = /design/flow/constraint.sdc
export NUM_CORES = 4
export LEC_CHECK = 1
export CORE_UTILIZATION = 40
[./constraint.sdc]
current_design REGBlock

set clk_period 6.8
set clk_io_pct 0.2

create_clock -name clk0 -period $clk_period [get_ports {clk}]

set non_clock_inputs [all_inputs -no_clocks]
set_input_delay [expr $clk_period * $clk_io_pct] -clock clk0 $non_clock_inputs
set_output_delay [expr $clk_period * $clk_io_pct] -clock clk0 [all_outputs]
[./design.v]
module REGBlock(clk, RegR1, RegR2, regDst, RegW, regWr, WriteDat, DatR1, DatR2);
input [31:0] WriteDat;
input [4:0] RegR1, RegR2, RegW;
input clk, regDst, regWr;
output [31:0] DatR1, DatR2;
wire [4:0] WriteReg;
mux2_5b m1(.d0(RegR2), .d1(RegW), .s(regDst), .y(WriteReg));
regmodule r1(.clk(clk), .R1(RegR1), .R2(RegR2),
	 .W(WriteReg), .WDat(WriteDat), .regWr(regWr),
	 .RD1(DatR1), .RD2(DatR2));
endmodule
module mux2_5b (d0, d1, s, y);
input [4:0] d0, d1;
input s;
output [4:0] y;
 assign y = s ? d1 : d0;
endmodule
module regmodule (clk, R1, R2, W, WDat, regWr, RD1, RD2);
input [31:0] WDat;
input [4:0] R1, R2, W;
input clk, regWr;
output [31:0] RD1, RD2;
reg [31:0] rf[31:0];
always @ (posedge clk)
	if (regWr) rf[W] <= WDat;
	assign RD1 = (R1 != 0) ? rf[R1] : 0;
	assign RD2 = (R2 != 0) ? rf[R2] : 0;
endmodule
==> impl_results.rst <==
Flow metrics
------------

.. list-table::
   :header-rows: 1

   * - Metric
     - Value
   * - Result of the run
     - finished clean
   * - Largest area contributor in the synthesized netlist
     - sky130_fd_sc_hd__edfxtp_1
   * - Number of placement rows
     - around 130
   * - Post-layout minimum cycle time
     - 5730 ps
   * - Tcrit/Tclk final
     - 0.842
   * - Storage cell area
     - 30700 um2
   * - Cell at the slowest stage of the critical path
     - sky130_fd_sc_hd__or3b_2
   * - Quantity of hold-fixing buffers added after cts
     - 0
   * - Final worst-path setup slack
     - 1070 ps
   * - Nature of the critical path startpoint
     - input pin
   * - Via Count
     - 26800
   * - All-layer global routing usage
     - 0.269
   * - Vias per Instance
     - around 6.3
   * - Clock network fraction of total power
     - 0.407
   * - CP Data Arrival Time
     - 4370 ps
   * - Sequential share of the synthesized area
     - 0.650
   * - Setup repair bufs after CTS
     - 0
   * - Least-Margin Pin Slew
     - 1020 ps
   * - Met2 layer usage reported by global route
     - 0.386
   * - Stage delay of the slowest cell on the critical path
     - 750 ps
   * - Top Registers
     - r1.rf x1024
   * - Count of maximum capacitance violations
     - 0
   * - Remaining number of nets flagged by the antenna check after routing
     - 0
   * - Antenna violations before repair
     - 7
   * - Hold/Removal Path Class
     - in2reg
   * - Cts bufs inserted
     - 106
   * - TritonCTS clock tree
     - built
   * - Post-route DRC violation count
     - 0
   * - WS Path Type
     - in2out
   * - Max frequency
     - 175 MHz
   * - Post-Syn Instances
     - 2475
   * - Wirelength per Cell
     - 34.2 um
   * - Busiest metal layer after global routing
     - met2
   * - Power Dens Cells
     - 261 nW/um2
   * - Global-route wire length before repair
     - 209000 um
   * - Max transition margin
     - 0.316
   * - Post-synth cell types
     - around 45
   * - Cells along the critical path
     - clkdlybuf4s50_1 > or3b_2 > buf_4 > o22a_1 > nand4_1 > and3_1 > clkdlybuf4s50_1
   * - Post-route setup TNS
     - 0 ps
   * - Proportion of total power due to net switching
     - 0.228
   * - Core area
     - 117000 um2
   * - Register bit count reported by yosys
     - 1024
   * - Number of H-tree levels
     - 3
   * - Most frequently placed logic cell in the final layout
     - sky130_fd_sc_hd__edfxtp_1
   * - Post-detailed-placement half-perimeter wirelength
     - 87600 um
   * - Via count of the first global-routing pass
     - approximately 31000
   * - Unrepaired setup endpoints after global routing
     - false
   * - Pin count of the biggest net entering global routing
     - 81
   * - Final estimated routing congestion in global placement
     - between 0.8 and 0.9
   * - Sw Pwr
     - ~3.2 mW
   * - Yosys warning tally
     - 1
   * - Overflow left after global routing
     - 0
   * - Count of flip-flops with a built-in enable after synthesis
     - 1024
   * - Fraction of final layout cells sized beyond drive strength 1
     - 0.304
   * - Top Ports
     - approximately 110
   * - Post-synthesis cell count from yosys
     - around 2500
   * - Peak supply drop
     - 0.000223 V
   * - Fraction of the core area covered by cells at the end of the flow
     - 0.465
   * - Maximum fanout encountered on the critical timing path
     - 16
   * - Tally of buffers added on design ports
     - 113
   * - CTS Root Cell
     - sky130_fd_sc_hd__clkbuf_16
   * - Post-Synthesis Mean Instance Area
     - 19.1 um2
   * - CP most frequent cell
     - sky130_fd_sc_hd__clkdlybuf4s50_1
   * - Met3 GRT Util
     - 0.234
   * - CTS clock-pin slew for the worst setup and hold paths
     - 60 ps
   * - Logic area
     - 15700 um2
   * - Mapped cell area
     - 47300 um2
   * - Top cells, area
     - sky130_fd_sc_hd__edfxtp_1, sky130_fd_sc_hd__mux4_2, sky130_fd_sc_hd__mux2i_1
   * - Startpoint of the most critical setup path
     - RegR1[2]
   * - Worst setup slack after placement
     - 1070 ps
   * - Internal power consumption
     - 10.9 mW
   * - Sequential share of power
     - 0.502
   * - Combinational power share
     - 0.092
   * - Static leakage power
     - 17.0 nW
   * - Global Route met1 Usage
     - 0.292
   * - Clock sink total
     - 1024
   * - Area leader share
     - 0.650
   * - Floorplan utilization
     - 0.405
   * - Total number of warnings across the stage logs
     - 26
   * - Die boundary height
     - 346 um
   * - WHS Path Cells
     - 2
   * - Yosys-reported design area after synthesis
     - between 40000 and 50000 um2
   * - First-pass iteration count of the detailed router
     - 5
   * - End point of the critical path
     - DatR1[7]
   * - DRT iter0 DRCs
     - 1662
   * - Flip-flop count of the largest register after layout
     - 1024
   * - Final WL
     - 145000 um
   * - Buffer levels on the longest clock path
     - 3
   * - Fill count
     - 9440
   * - Area overhead of the layout relative to synthesis
     - 14.6%
   * - Register name with the most flops
     - r1.rf
   * - Setup violators final
     - 0
   * - Endpoint required time on the critical path
     - 5440 ps
   * - Number of gates resized after cts
     - 0
   * - Max Transition Viols Final
     - 0
   * - Most used DFF post-synth
     - sky130_fd_sc_hd__edfxtp_1
   * - Final number of hold-violating endpoints
     - 0
   * - Top logic cells by instance count in the layout
     - sky130_fd_sc_hd__edfxtp_1, sky130_fd_sc_hd__mux4_2, sky130_fd_sc_hd__nand2_1
   * - Total die size
     - 120000 um2
   * - Share of flip-flops with an asynchronous set or reset after synthesis
     - 0
   * - Capturing element type of the critical path
     - output port
   * - Horiz. Die Dim
     - 346 um
==> metal layers <==
metal | vias to the layer above | share of wire
li1 | 10900 | -
met1 | 13300 | 0.30
met2 | 2250 | 0.46
met3 | 319 | 0.20
met4 | 12 | 0.040
met5 | - | 0.0016
==> per-stage QoR <==
step	area, um2	hold slack, ps	instances	power, mW
2_1_floorplan	47300	1460	2475	7.92
3_3_place_gp	50800	2170	4034	8.50
3_5_place_dp	50800	2190	4034	8.52
4_1_cts	54200	1410	4226	14.2
5_1_grt	54200	1450	4228	14.6
6_report	54200	1450	4229	14.1
==> worst max-delay path: cells and delay by family <==
family,cells,cell delay [ps]
simple gates,3,1210
buf+inv,3,1530
compound gates,1,250
==> layout make-up <==
| cell class | count | share of cell area |
|---|---|---|
| Timing Repair Buffer | 238 | 0.0435 |
| Clock inverter | 60 | 0.0119 |
| Inverter | 1 | 0.000115 |
| Clock buffer | 132 | 0.0515 |
| Tap cell | 1524 | 0.0352 |
| Antenna cell | 3 | 0.000139 |
| Sequential cell | 1024 | 0.567 |
| Multi-Input combinational cell | 1247 | 0.290 |
==> worst min path at each step <==
stage / from / endpoint / slack [ps]
final: WriteDat[16] / r1.rf[25][16] / 1450
after global routing: WriteDat[10] / r1.rf[12][10] / 1450
after CTS: WriteDat[16] / r1.rf[25][16] / 1410
==> synthesized netlist by cell type, types with 2 or more instances <==
library cell               number
sky130_fd_sc_hd__a21oi_1       32
sky130_fd_sc_hd__nand4_1       27
sky130_fd_sc_hd__a221oi_1      24
sky130_fd_sc_hd__a32o_1         7
sky130_fd_sc_hd__o31a_1        24
sky130_fd_sc_hd__a222oi_1       5
sky130_fd_sc_hd__and3_1        32
sky130_fd_sc_hd__o221ai_1       8
sky130_fd_sc_hd__buf_8          3
sky130_fd_sc_hd__a32oi_1       24
sky130_fd_sc_hd__mux2_2        43
sky130_fd_sc_hd__nor2_1        60
sky130_fd_sc_hd__buf_4         18
sky130_fd_sc_hd__clkbuf_1      74
sky130_fd_sc_hd__a211oi_1       7
sky130_fd_sc_hd__mux4_2       447
sky130_fd_sc_hd__and2_1        10
sky130_fd_sc_hd__or2_2          2
sky130_fd_sc_hd__a21boi_0      24
sky130_fd_sc_hd__nand2_1      181
sky130_fd_sc_hd__o21ai_1        2
sky130_fd_sc_hd__nor3_1        32
sky130_fd_sc_hd__a22oi_1       65
sky130_fd_sc_hd__nand2b_1       2
sky130_fd_sc_hd__mux4_1         3
sky130_fd_sc_hd__nand3_1       40
sky130_fd_sc_hd__mux2i_1       97
sky130_fd_sc_hd__buf_1         12
sky130_fd_sc_hd__buf_6         17
sky130_fd_sc_hd__o22a_1        27
sky130_fd_sc_hd__nor2b_1        5
sky130_fd_sc_hd__o21a_1         5
sky130_fd_sc_hd__edfxtp_1    1024
sky130_fd_sc_hd__buf_2         78
sky130_fd_sc_hd__nor3b_1        4
==> power groups by stage <==
stage	registers [mW]	logic, mW	clock network [mW]
final	7.09	1.30	5.75
after global routing	7.09	1.38	6.08
after CTS	7.09	1.30	5.85
==> logic make-up (layout without fill, tap and decap cells) <==
kind of cell,Yosys count,count (layout),synth area share
buf+inv,204,431,0.0234
flops,1024,1024,0.650
compound gates,256,256,0.0423
simple gates,401,401,0.0387
other cells,0,3,0
mux,590,590,0.245
Power is estimated from default activity; no workload was simulated.
